==> design.v <==
`timescale 1 ns / 1 ns
module control
(
rd,
wr,
ld_ir,
ld_ac,
ld_pc,
inc_pc,
halt,
data_e,
sel,
opcode,
zero,
clk,
rst_
);
output rd;
output wr;
output ld_ir;
output ld_ac;
output ld_pc;
output inc_pc;
output halt;
output data_e;
output sel;
input  [2:0] opcode;
input  zero;
input  clk;
input  rst_;
reg rd;
reg wr;
reg ld_ir;
reg ld_ac;
reg ld_pc;
reg inc_pc;
reg halt;
reg data_e;
reg sel;
reg [2:0] nexstate;
reg [2:0] state;
always @ (posedge clk or negedge rst_)
	if(!rst_)
	state <= 3'b000;
	else
	state <= nexstate;
	always @ (state)
	case(state)
	default: begin ;end
	3'b000: begin nexstate = 3'b001;end
	3'b001: begin nexstate = 3'b011;end
	3'b011: begin nexstate = 3'b010;end
	3'b010: begin nexstate = 3'b110;end
	3'b110: begin nexstate = 3'b111;end
	3'b111: begin nexstate = 3'b101;end
	3'b101: begin nexstate = 3'b100;end
	3'b100: begin nexstate = 3'b000;end
	endcase
	always @ (opcode or state or zero)
	begin:blk
	reg alu_op;
	alu_op = opcode==3'b010 || opcode==3'b011 || opcode==3'b100 || opcode==3'b101;
	case(state)
	default:begin sel=0; rd=0; ld_ir=0; inc_pc=0; halt=0; ld_pc=0; data_e=0; ld_ac=0; wr=0;  end
	3'b001:begin sel=1; rd=0; ld_ir=0; inc_pc=0; halt=0; ld_pc=0; data_e=0; ld_ac=0; wr=0; end
	3'b011:begin sel=1; rd=1; ld_ir=0; inc_pc=0; halt=0; ld_pc=0; data_e=0; ld_ac=0; wr=0; end
	3'b010:begin sel=1; rd=1; ld_ir=1; inc_pc=0; halt=0; ld_pc=0; data_e=0; ld_ac=0; wr=0; end
	3'b110:begin sel=1; rd=1; ld_ir=1; inc_pc=0; halt=0; ld_pc=0; data_e=0; ld_ac=0; wr=0; end
	3'b111:begin sel=0; rd=0; ld_ir=0; inc_pc=1; halt=(opcode == 3'b000);ld_pc=0; data_e=0; ld_ac=0;wr=0;end
	3'b101:begin sel=0; rd=alu_op; ld_ir=0; inc_pc=0; halt=0; ld_pc=0; data_e=0; ld_ac=0; wr=0; end
	3'b100:begin sel=0; rd=alu_op; ld_ir=0; halt=0; data_e=!alu_op; ld_ac=0; wr=0;inc_pc = (opcode == 3'b001)&zero;ld_pc = (opcode ==3'b111);end
	3'b000:begin sel=0; rd=alu_op; ld_ir=0; halt=0; data_e=!alu_op; ld_ac=alu_op; inc_pc=(opcode==3'b001)&zero||(opcode==3'b111);ld_pc = (opcode == 3'b111);wr = (opcode == 3'b110);end
	endcase
end
endmodule
==> run.sh <==
#!/bin/bash
# OpenROAD 26Q1-2900-gdf79404cd8, Yosys 0.63+post, stock flow scripts
make -C /OpenROAD-flow-scripts/flow DESIGN_CONFIG=/design/flow/config.mk WORK_HOME=/design/flow/orfs finish
==> config.mk <==
export PLATFORM = sky130hd
export DESIGN_NAME = control
export DESIGN_NICKNAME = control
export VERILOG_FILES = /design/flow/design.v
export SDC_FILE = /design/flow/constraint.sdc
export NUM_CORES = 4
export LEC_CHECK = 1
export CORE_AREA = 10 10 70 70
export DIE_AREA = 0 0 80 80
==> constraint.sdc <==
current_design control

set clk_period 1.7
set clk_io_pct 0.2

create_clock -name clk0 -period $clk_period [get_ports {clk}]

set non_clock_inputs [all_inputs -no_clocks]
set_input_delay [expr $clk_period * $clk_io_pct] -clock clk0 $non_clock_inputs
set_output_delay [expr $clk_period * $clk_io_pct] -clock clk0 [all_outputs]
==> flow_summary.yaml <==
# physical design summary
grt:
  grt_pass1_wl_mm: 1.345
  grt_overflow: 0
  antenna_found_initial: 0
  grt_start_max_net_pins: 6
  track_usage_pct: 2.619
  grt_pass1_vias: 319
placement:
  portBuffers: 14
  gp_congestion: 0.7545
  dp_hpwl_um: 662.4
  postPlaceCellArea_sq_um: 452.9
power:
  power_density_mw_per_mm2: 432.7
  p_switching_mw: 0.05644
  p_sw_share_pct: 22.66
  p_leak_nw: 0.2935
  power_frac_clock_pct: 50.9
  p_int_mw: 0.1926
  p_seq_share_pct: 28.8
  vdd.ir_drop.worst_mv: 0.1478
  combPwrFrac_pct: 20.3
final_timing:
  fin_worst_skew_ns: 0.003324
  worst_pin_slew_ns: 0.2363
  rsz0062_at_grt: "yes"
  slew_headroom_pct: 84.17
  slew_violations: 0
  period_minus_slack_ns: 1.684
  fmax_mhz: 593.7
  setup_viol: 0
  finalHoldViolations: 0
  finalCritPeriodShare_pct: 99.08
synth:
  synth-main-ff-cell: "dfrtp_1"
  netlist_area_sq_um: 210.2
  syn_area_per_cell_sq_um: 7.507
  ys_chip_area_sq_um: 210.2
  ys_async_sr_fraction_pct: 100.0
  most_common_cell: "nand2_1"
  ys_cells: 28
  yosys_warnings: 1
  synth-edff-count: 0
  syn_inst: 28
  netlist_top_cells_area: "dfrtp_1, nand2_1, ha_1"
  ys_seq_share_pct: 35.71
  ys_ff: 3
  yosysTopAreaCellShare_pct: 35.71
  top_cells_by_count: "nand2_1, dfrtp_1, inv_1, nor2_1"
  yosysTopAreaCell: "dfrtp_1"
  ys_types: 15
status:
  status: "finished clean"
cts:
  cts_max_level: 1
  clkTransAtPathRegs_ns: 0.04
  cts_sinks: 3
  cts_hold_buffers: 0
  worstSkewPairLatency_ns: 0.24
  cts_buffers: 3
  cts_tree: "built"
  clockBufferDepth: 2
  clock-root-buffer: "clkbuf_4"
die:
  fp.dieH_um: 80
  row_count: 21
  chipArea_sq_mm: 0.006400
  design.core.area_sq_mm: 0.003416
  die_w_um: 80
  fp_util_pct: 6.154
  pin_count: 15
critical_path:
  crit_arrival_ns: 1.34
  reg2reg_from: "state[1]$_DFF_PN0_"
  cp-start-kind: "flop"
  cp_max_fo: 2
  required_ns: 1.36
  rrSetupSlack_ns: 0.81
  cp-end-kind: "output port"
  rr_endpoint: "state[1]$_DFF_PN0_"
  critical_path_class: "flop to output port"
  reg2reg_depth: 4
drt:
  vias: 310
  diodes: 0
  drtIter0Drc: 11
  drt_pass1_iterations: 3
  ant_nets: 0
  via_per_inst: 3.010
  wire_per_inst_um: 8.922
  routed_wl_um: 919
  drc_errors: 0
layout:
  syn_to_final_growth_pct: 173.8
  fin_util_pct: 16.85
  final_area_sq_um: 575.6
  drive_gt1_share_pct: 52.63
min_path:
  hold_path.class: "primary input to async pin"
flow_run:
  tool_warnings: 27
  maxCapViolCount: 0
-- how the worst max path moves through the flow --
stage	from	to	cells after the start
4_1_cts	flop	rd	5
6_report	state[1]$_DFF_PN0_	halt	6
5_1_grt	state[1]$_DFF_PN0_	halt	6
-- critical path, stage by stage, from the launching register on --
cell	delay [ns]
dfrtp_1	0.39
buf_6	0.13
ha_4	0.14
inv_2	0.04
o211ai_1	0.11
nor4_1	0.17
buf_2	0.14
-- cell type report --
class	instances	area, sq um
clock buffers	4	26.28
inverters	3	11.26
well taps	46	57.56
fillers	387	2840
flip-flops and latches	3	76.32
repair buffers	25	217.7
multi-input cells	22	186.4
-- cell families after synthesis --
kind of cell | after synthesis | share of synthesized area, %
buffers and inverters | 3 | 5.357
AND-OR/OR-AND | 5 | 15.48
XOR/XNOR | 1 | 4.167
adder cells (fa/ha/maj) | 1 | 5.951
AND/OR/NAND/NOR | 15 | 33.33
flip-flops | 3 | 35.71
-- layout by cell type (no fill, tap or decap) --
master           instances
buf_4                    8
nand2_1                  5
dlygate4sd2_1            5
clkbuf_4                 3
clkdlybuf4s50_1          3
buf_6                    3
nand2b_4                 2
inv_2                    2
nor2_1                   2
nor3_2                   2
dfrtp_1                  2
dlymetal6s2s_1           2
clkbuf_2                 2
xor2_2                   1
a21oi_2                  1
a31oi_1                  1
nor2_4                   1
nand2_2                  1
a2bb2oi_1                1
o211ai_1                 1
o21ai_1                  1
and3_4                   1
nor4_1                   1
inv_1                    1
ha_4                     1
clkbuf_1                 1
clkdlybuf4s15_1          1
buf_2                    1
dfrtp_2                  1
-- stage by stage --
step	hold WS, ns	setup TNS, ns	instances	power (mW)	worst slack (ns)
2_1_floorplan	0.04441	0	28	0.08315	0.5224
3_3_place_gp	0.4919	-2.298	94	0.1238	-0.4398
3_5_place_dp	0.5094	-2.367	94	0.1244	-0.4571
4_1_cts	0.2829	-0.4965	101	0.2535	-0.1929
5_1_grt	0.2864	-0.1302	103	0.2719	-0.1231
6_report	0.2889	0	103	0.2491	0.01556
-- metal layers --
metal	vias to the layer above	global-route usage, %	wire, um
li1	156	-	-
met1	137	3.131	449
met2	17	2.889	282
met3	0	3.182	186
met4	0	0.3521	0
met5	-	0	0
-- power groups by stage --
| stage | sequential [mW] | clock (mW) | combinational (mW) |
|---|---|---|---|
| CTS | 0.0718 | 0.133 | 0.0487 |
| global route | 0.0717 | 0.144 | 0.0566 |
| finish | 0.0718 | 0.127 | 0.0506 |
-- repair_timing --
action,in CTS,in global routing
gates resized,21,16
setup endpoints to repair,9,5
setup buffers,3,2
pin swaps,4,4
No activity file was given, so power comes from the tool's default toggle rates.
