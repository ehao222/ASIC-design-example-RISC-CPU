--- flow/design.v ---
`timescale 1 ns/ 100 ps
module alu(out, zero, opcode, data, accum);
input [7:0] data,accum;
input [2:0] opcode;
output zero;
output [7:0] out;
reg [7:0] out;
reg zero;
parameter PASS0 = 3'b000,
    PASS1 = 3'b001,
ADD = 3'b010,
AND = 3'b011,
XOR =3'b100,
PASSD =3'b101,
PASS6 =3'b110,
PASS7 = 3'b111;
always@(opcode or data or accum)
begin
if(accum==8'b00000000)
zero=1;
else
zero=0;
 case(opcode)
PASS0: out =accum;
PASS1: out =accum;
ADD: out= data +accum;
AND: out = data&accum;
XOR: out =accum^data;
PASSD: out=data;
PASS6: out=accum;
PASS7: out= accum;
default:  out = 8'bxxxx_xxxx;
 endcase
end
endmodule
--- flow/run.sh ---
#!/bin/bash
# OpenROAD 26Q1-2900-gdf79404cd8, Yosys 0.63+post, stock flow scripts
make -C /OpenROAD-flow-scripts/flow DESIGN_CONFIG=/design/flow/config.mk WORK_HOME=/design/flow/orfs finish
--- flow/config.mk ---
export PLATFORM = sky130hd
export DESIGN_NAME = alu
export DESIGN_NICKNAME = alu
export VERILOG_FILES = /design/flow/design.v
export SDC_FILE = /design/flow/constraint.sdc
export NUM_CORES = 4
export LEC_CHECK = 1
export CORE_AREA = 10 10 81 81
export DIE_AREA = 0 0 91 91
--- flow/constraint.sdc ---
current_design alu

set clk_period 3.5
set clk_io_pct 0.2

create_clock -name clk0 -period $clk_period

set non_clock_inputs [all_inputs -no_clocks]
set_input_delay [expr $clk_period * $clk_io_pct] -clock clk0 $non_clock_inputs
set_output_delay [expr $clk_period * $clk_io_pct] -clock clk0 [all_outputs]
==> flow_results.xml <==
<?xml version="1.0" encoding="UTF-8"?>
<metrics>
  <group name="floorplanning">
    <metric name="die_h" unit="um">91</metric>
    <metric name="design.die.area" unit="um^2">8280</metric>
    <metric name="initial_core_util" unit="%">17.2</metric>
    <metric name="die_w" unit="um">91</metric>
    <metric name="top_level_ports" unit="">28</metric>
    <metric name="row_count" unit="">25</metric>
    <metric name="core_area" unit="um^2">4820</metric>
  </group>
  <group name="power">
    <metric name="post-layout-total-power" unit="mW">0.182</metric>
    <metric name="power_density" unit="nW/um^2">134</metric>
    <metric name="static-leakage-power" unit="nW">0.574</metric>
    <metric name="ir_worst_vdd" unit="mV">0.0447</metric>
  </group>
  <group name="setup_path">
    <metric name="worstPathArrival" unit="ns">2.72</metric>
    <metric name="cp_common_cell" unit="">sky130_fd_sc_hd__clkdlybuf4s50_1</metric>
    <metric name="crit_path_cell_trace" unit="">clkdlybuf4s50_1, ha_1, o211a_1, a211oi_1, a311oi_1, nand3_1, clkdlybuf4s50_1</metric>
    <metric name="setup.worst_path.end_class" unit="">output pin</metric>
    <metric name="timing.critical_path.buf_inv" unit="">2</metric>
    <metric name="timing_worst_setup_path_type" unit="">in -&gt; out</metric>
    <metric name="crit_slowest_cell" unit="">sky130_fd_sc_hd__clkdlybuf4s50_1</metric>
    <metric name="timing.critical_path.from" unit="">data[4]</metric>
    <metric name="start_kind" unit="">primary input</metric>
    <metric name="path_delay_family" unit="">buffers and inverters</metric>
    <metric name="cp.depth" unit="">7</metric>
    <metric name="critical_path.max_fanout" unit="">2</metric>
    <metric name="critical_path.max_stage_delay" unit="ns">0.46</metric>
    <metric name="timing.critical_path.to" unit="">out[7]</metric>
    <metric name="worst-endpoint-required" unit="ns">2.80</metric>
  </group>
  <group name="detailed_routing">
    <metric name="ant_nets" unit="">0</metric>
    <metric name="vias_after_detailed_routing" unit="">996</metric>
    <metric name="detail_route.antenna_diodes" unit="">0</metric>
    <metric name="vias_per_cell" unit="">4.47</metric>
    <metric name="wl" unit="um">2730</metric>
    <metric name="firstDrtPassIters" unit="">4</metric>
    <metric name="route.detailed.drc" unit="">0</metric>
    <metric name="post_drt_wl_per_cell" unit="um">12.2</metric>
    <metric name="first_iter_violations" unit="">54</metric>
  </group>
  <group name="job">
    <metric name="total_number_of_warnings_across_the_stage_logs" unit="">33</metric>
    <metric name="max-cap-violations" unit="">0</metric>
  </group>
  <group name="grt">
    <metric name="grt_util_all_layers" unit="%">6.31</metric>
    <metric name="grt_pass1_vias" unit="">955</metric>
    <metric name="grt_max_degree" unit="">35</metric>
    <metric name="grt_first_pass_wirelength" unit="um">4620</metric>
    <metric name="initial_antenna_violation_count" unit="">0</metric>
    <metric name="globalRoute.totalOverflow" unit="">0</metric>
  </group>
  <group name="logic_synthesis">
    <metric name="syn_area" unit="um^2">830</metric>
    <metric name="synth_seq_share" unit="%">0</metric>
    <metric name="chip_area_in_the_yosys_report" unit="um^2">830</metric>
    <metric name="average_cell_area_after_synthesis" unit="um^2">7.41</metric>
    <metric name="netlist_instances" unit="">112</metric>
    <metric name="yosys-top-cells-area" unit="">sky130_fd_sc_hd__ha_1, sky130_fd_sc_hd__mux2i_1, sky130_fd_sc_hd__nand2_1</metric>
    <metric name="synth_stat.cells" unit="">112</metric>
    <metric name="synthDistinctLibCells" unit="">36</metric>
    <metric name="yosys-top-cells-count" unit="">sky130_fd_sc_hd__nand2_1, sky130_fd_sc_hd__mux2i_1, sky130_fd_sc_hd__ha_1</metric>
    <metric name="library_cell_with_the_largest_summed_area_after_synthesis" unit="">sky130_fd_sc_hd__ha_1</metric>
    <metric name="synth_top_cell_by_count" unit="">sky130_fd_sc_hd__nand2_1</metric>
    <metric name="synth-warning-count" unit="">1</metric>
    <metric name="yosysTopAreaCellShare" unit="%">12.1</metric>
  </group>
  <group name="sta">
    <metric name="maxSlewViolCount" unit="">0</metric>
    <metric name="timing.max_slew.rel_slack" unit="%">73.3</metric>
    <metric name="timing.final.crit_period" unit="ns">3.42</metric>
    <metric name="grt_setup_unrepaired" unit="">true</metric>
    <metric name="fmax" unit="MHz">293</metric>
    <metric name="hold_viol_final" unit="">0</metric>
    <metric name="fin_worst_hold_slack" unit="ns">2.22</metric>
    <metric name="setup_viol" unit="">0</metric>
    <metric name="tightestPinTransition" unit="ns">0.400</metric>
    <metric name="min_period_over_period" unit="%">97.6</metric>
  </group>
  <group name="run_status">
    <metric name="status" unit="">complete, no violations</metric>
  </group>
  <group name="placed_design">
    <metric name="buffer_ports.inserted" unit="">28</metric>
    <metric name="globalplace.congestion" unit="">0.804</metric>
    <metric name="dp.final_hpwl" unit="um">2240</metric>
  </group>
  <group name="cts">
    <metric name="cts_post_setup_buffers_inserted" unit="">0</metric>
  </group>
  <group name="finish">
    <metric name="layout.filler_cells" unit="">526</metric>
    <metric name="design.seq.count" unit="">0</metric>
    <metric name="areaGrowthSynthToFinish" unit="%">63.6</metric>
    <metric name="sequential_cell_area" unit="um^2">0</metric>
    <metric name="layout.clock_buffers" unit="">0</metric>
    <metric name="drive_gt1_share" unit="%">20.5</metric>
  </group>
  <group name="hold_path">
    <metric name="worstHoldPathType" unit="">in -&gt; out</metric>
  </group>
</metrics>
routing by layer:
| metal | GRT usage (%) | share of wire, % |
|---|---|---|
| met1 | 9.02 | 49 |
| met2 | 10.4 | 46 |
| met3 | 0.913 | 4.3 |
| met4 | 0 | 0 |
| met5 | 0 | 0 |
per-stage QoR:
stage          worst slack [ns]  utilization, %  area (um^2)  instances  TNS, ns
6_report                 0.0832            28.2         1360        223        0
3_3_place_gp            -0.0940            27.4         1320        223   -0.222
3_5_place_dp            -0.0561            27.4         1320        223   -0.132
2_1_floorplan             0.926               -          830        112        0
4_1_cts                 0.00672            27.5         1330        223        0
5_1_grt                 -0.0208            28.2         1360        223  -0.0208
power by group:
part / switching [mW] / leakage, nW / internal, mW
registers: 0 / 0 / 0
clock network: 0 / 0 / 0
logic: 0.0765 / 0.574 / 0.105
cell families (layout without fill, tap and decap cells):
logic type / count (synthesis) / count (layout) / synth area share (%)
compound gates: 41 / 41 / 35.0
xor+xnor: 2 / 2 / 2.11
fa+ha+maj: 9 / 9 / 14.5
buf+inv: 9 / 53 / 7.09
mux: 10 / 10 / 12.2
simple gates: 41 / 41 / 29.1
tightest hold or removal path, delay by kind of cell:
| kind | cells | cell delay [ns] |
|---|---|---|
| buffers and inverters | 2 | 0.55 |
| AND-OR/OR-AND | 2 | 0.14 |
| AND/OR/NAND/NOR | 2 | 0.13 |
worst min-delay path by stage:
stage,slack [ns],endpoint,cells past startpoint,startpoint
4_1_cts,2.35,out[1],4,accum[1]
5_1_grt,2.31,out[0],5,data[0]
6_report,2.22,out[0],6,data[0]
cells in the final DEF, fill, tap and decap left out, types with 2 or more instances in the layout:
cell type and count:
sky130_fd_sc_hd__buf_4 24, sky130_fd_sc_hd__nand3_1 4, sky130_fd_sc_hd__nor2_1 2, sky130_fd_sc_hd__or4_1 2, sky130_fd_sc_hd__mux2i_1 9, sky130_fd_sc_hd__nor3b_1 7
sky130_fd_sc_hd__o21ai_1 5, sky130_fd_sc_hd__a211oi_1 5, sky130_fd_sc_hd__xor2_1 2, sky130_fd_sc_hd__ha_1 6, sky130_fd_sc_hd__o22ai_1 2, sky130_fd_sc_hd__nor4b_2 2
sky130_fd_sc_hd__o21ai_0 4, sky130_fd_sc_hd__clkdlybuf4s50_1 24, sky130_fd_sc_hd__nand2_1 15, sky130_fd_sc_hd__o211ai_1 3, sky130_fd_sc_hd__o211a_1 3, sky130_fd_sc_hd__a311o_1 2
sky130_fd_sc_hd__a311oi_1 2, sky130_fd_sc_hd__a21o_1 2, sky130_fd_sc_hd__nand2b_1 3, sky130_fd_sc_hd__a21oi_1 5, sky130_fd_sc_hd__nor2b_1 3, sky130_fd_sc_hd__dlymetal6s2s_1 3
final cells by class:
cell class	count	area [um^2]	share of cell area [%]
inverter	1	3.75	0.276
multi-input combinational	103	803	59.2
tap	67	83.8	6.18
timing repair buffer	52	467	34.4
timing repair:
item / in CTS / in global routing
gates resized: 3 / 11
endpoints found under the setup margin: 4 / 5
cloned: 0 / 0
pin swaps: 0 / 5
hold buffers: 0 / 0
endpoints found under the hold margin: 0 / 0
No activity file was given, so power comes from the tool's default toggle rates.
