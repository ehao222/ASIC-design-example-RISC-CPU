File: /design/flow/design.v
`timescale 1 ns / 100 ps
module counter(cnt, clk, data,rst_,load);
output[4:0] cnt;
input [4:0] data;
input clk;
input rst_;
input load;
reg [4:0] cnt;
always @(posedge clk or negedge rst_)
if(!rst_)
  cnt<=0;
else
  if(load)
     cnt<=data;
else
     cnt<=cnt+1;
endmodule
File: /design/flow/run.sh
#!/bin/bash
# OpenROAD 26Q1-2900-gdf79404cd8, Yosys 0.63+post, stock flow scripts
make -C /OpenROAD-flow-scripts/flow DESIGN_CONFIG=/design/flow/config.mk WORK_HOME=/design/flow/orfs finish
File: /design/flow/config.mk
export PLATFORM = sky130hd
export DESIGN_NAME = counter
export DESIGN_NICKNAME = counter
export VERILOG_FILES = /design/flow/design.v
export SDC_FILE = /design/flow/constraint.sdc
export NUM_CORES = 4
export LEC_CHECK = 1
export CORE_AREA = 10 10 70 70
export DIE_AREA = 0 0 80 80
File: /design/flow/constraint.sdc
current_design counter

set clk_period 1.8
set clk_io_pct 0.2

create_clock -name clk0 -period $clk_period [get_ports {clk}]

set non_clock_inputs [all_inputs -no_clocks]
set_input_delay [expr $clk_period * $clk_io_pct] -clock clk0 $non_clock_inputs
set_output_delay [expr $clk_period * $clk_io_pct] -clock clk0 [all_outputs]
==> flow_summary.ini <==
; generated from flow reports
[logic_synthesis]
yosysCellCount = 21
synthCells = 21
synthesis.area_um2 = 235
synth_cell_types = 10
ys_ff = 5
ys.warnings.count = 1
ys_seq_share_pct = 53.2
syn_avg_cell_area_um2 = 11.2
yosys_area_um2 = 235

[timing]
slew_headroom_pct = 78.0
period_minus_slack_ns = 1.51
finalMaxSlewViolations = 0
fmax_ghz = 0.661
worstMarginPinSlew_ns = 0.329
period_used_pct = 84.0
layout_setup_ws_ns = 0.288
setup_viol = 0
skew_ns = 0.00141
rsz0062_at_grt = false
fin_setup_tns_ns = 0
final-hold-violation-count = 0

[setup_path]
r2r-end = cnt[1]$_DFF_PN0_
crit_path_end_kind = primary output
critical-path-top-delay-family = buffers and inverters
max_stage_delay_ns = 0.52
cpMaxStageDelayCell = clkdlybuf4s50_1
path_buffers = 1
rr_worst_depth = 2
rrSetupSlack_ns = 0.71
setup.worst_path.start = cnt[3]$_DFF_PN0_
r2r-start = cnt[0]$_DFF_PN0_
cp.required_ns = 1.44
crit_type = flip-flop to primary output
start_kind = flip-flop
crit_path_max_fanout = 3
crit_arrival_ns = 1.15
path_cells = clkdlybuf4s50_1

[clocking]
cts_tree = yes
h-tree-depth = 1
cts_resized = 0
clk_path_buf_depth = 2
clock.latency.late_pin_ns = 0.24
cts_hold_buf = 0
root_buffer = clkbuf_4
post_cts_buffers = 0
numCtsBuffers = 3
clock-sinks = 5
cts.reportedPaths.clkPinSlew_ns = 0.04

[flow_run]
openroad.warnings = 25
drv_cap = 0

[cells_and_area]
area_growth_pct = 81.9
reg.largest.list = cnt: 5 flops
top_register = cnt
final_area_um2 = 428
fillers = 399
layout-drive-gt1-share_pct = 11.1
largest_reg_flops = 5

[floorplanning]
die_x_um = 80
fp_util_pct = 6.89
die_area_um2 = 6400
die_h_um = 80
core_region_area_um2 = 3420
ios = 13
row_count = 21

[placement]
dp_slack_ns = 0.335
placed_area_um2 = 402
io_buffers = 12
place.gp.congestion = 0.775

[power_and_ir_drop]
p_per_area_nw_per_um2 = 847
clockPowerShare_pct = 36.0
comb_power_share_pct = 23.5
peakVddDrop_mv = 0.516
swShare_pct = 24.6
cellInternalPower_w = 0.000273
sequentialPowerShare_pct = 40.4
p_sw_w = 0.0000889
total_power_w = 0.000362
total_leakage_power_nw = 0.161

[routing]
wirelength_um = 733
vias = 210
routedWlPerCell_um = 8.94
drt_first_pass_iters = 1
diodes = 0
drc = 0
viasPerCell = 2.56
drt-initial-drc-count = 0
drtAntennaViolNets = 0

[min_path]
hp-class = primary input to async pin

[global_route]
grt_pass1_vias = 247
track_usage_pct = 2.41
grt_first_pass_wirelength_um = 1170
overflow = 0
antenna_found_initial = 0
grt_max_degree = 10

[outcome]
status = finished, final reports clean
## worst reg2reg max path: stages (launching register included)
cell and delay [ns]:
dfrtp_1 0.41, ha_1 0.30, mux2_4 0.26
## synth_stat cells
cell | n | share of area (%)
dfrtp_1 | 5 | 53
nand2_1 | 4 | 6.4
nand3_1 | 2 | 4.3
o21ai_0 | 2 | 4.3
o21ai_1 | 2 | 4.3
xor2_1 | 2 | 7.4
buf_6 | 1 | 4.8
ha_1 | 1 | 5.3
mux2_4 | 1 | 6.4
xnor2_1 | 1 | 3.7
## metrics by stage
stage / utilization, % / cells / hold WS (ns)
6_report: 12.5 / 82 / 0.340
5_1_grt: 12.5 / 82 / 0.338
4_1_cts: 12.5 / 82 / 0.337
3_5_place_dp: 11.8 / 78 / 0.530
3_3_place_gp: 11.8 / 78 / 0.513
2_1_floorplan: - / 21 / 0.0644
## layout make-up
type | count | area, um^2 | area share, %
Timing Repair Buffer | 12 | 120 | 28.1
Multi-Input combinational cell | 15 | 98.8 | 23.1
Tap cell | 46 | 57.6 | 13.5
Clock buffer | 4 | 26.3 | 6.14
Sequential cell | 5 | 125 | 29.2
## power groups by stage
stage / Clock, W / Sequential, W / Combinational [W]
CTS: 0.000137 / 0.000146 / 0.0000866
global route: 0.000146 / 0.000149 / 0.0000949
finish: 0.000131 / 0.000147 / 0.0000853
## metal layers
| metal | up-vias | track usage, % | part of all wire [%] |
|---|---|---|---|
| li1 | 100 | - | - |
| met1 | 94 | 3.42 | 57 |
| met2 | 16 | 2.73 | 31 |
| met3 | 0 | 2.05 | 12 |
| met4 | 0 | 0.176 | 0 |
| met5 | - | 0 | 0 |
## worst max-delay path by stage
| stage | endpoint | cells after the start | slack (ns) |
|---|---|---|---|
| after CTS | cnt[2] | 1 | 0.28 |
| after global routing | cnt[2] | 1 | 0.23 |
| final | cnt[3] | 1 | 0.29 |
## kinds of logic after synthesis
logic type | synth area share (%)
AND-OR/OR-AND | 8.51
multiplexers | 6.38
flip-flops | 53.2
adder cells (fa/ha/maj) | 5.32
buffers and inverters | 4.79
AND/OR/NAND/NOR | 10.6
XOR/XNOR | 11.2
## cell usage in the layout (no fill, tap or decap), drive strengths merged
cell type      synthesis  routed
clkbuf                 0       4
clkdlybuf4s50          0      12
mux2                   1       1
nand3                  2       2
nand2                  4       4
o21ai                  4       4
xor2                   2       2
ha                     1       1
dfrtp                  5       5
xnor2                  1       1
Power is estimated from default activity; no workload was simulated.
